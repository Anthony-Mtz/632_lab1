$ cat run.sh
#!/bin/bash
# OpenROAD 26Q1-2900-gdf79404cd8, Yosys 0.63+post, stock flow scripts
make -C /OpenROAD-flow-scripts/flow DESIGN_CONFIG=/design/flow/config.mk WORK_HOME=/design/flow/orfs finish
$ cat config.mk
export PLATFORM = sky130hd
export DESIGN_NAME = Register
export DESIGN_NICKNAME = Register
export VERILOG_FILES = /design/flow/design.v
export SDC_FILE = /design/flow/constraint.sdc
export NUM_CORES = 4
export LEC_CHECK = 1
export CORE_AREA = 10 10 98 98
export DIE_AREA = 0 0 108 108
$ cat constraint.sdc
current_design Register

set clk_period 1.5
set clk_io_pct 0.2

create_clock -name clk0 -period $clk_period [get_ports {clk}]

set non_clock_inputs [all_inputs -no_clocks]
set_input_delay [expr $clk_period * $clk_io_pct] -clock clk0 $non_clock_inputs
set_output_delay [expr $clk_period * $clk_io_pct] -clock clk0 [all_outputs]
$ cat design.v
`default_nettype none
module Register
    #(parameter WIDTH = 32)
    (input logic [WIDTH-1:0] D,
     input logic reset, clk, en,
     output logic [WIDTH-1:0] Q);
    always_ff @(posedge clk, posedge reset) begin
        if(reset) Q <= '0;
        else if(en) Q <= D;
    end
endmodule: Register
module DualPortMemory
  #(parameter AW = 32, DW = 32)
   (input logic re, we, clock,
    input logic [AW-1:0] rd_address, wr_address,
    input logic [DW-1:0] wr_data,
    output logic [DW-1:0] rd_data);
   parameter WORDS = 2**AW;
   logic [WORDS-1:0][7:0] M;
   always_ff @(posedge clock) begin
     if (re) rd_data <= M[rd_address +: DW/8];
     else if (we) M[wr_address +: DW/8] <= wr_data;
   end
endmodule: DualPortMemory
module ShiftRegister
  #(parameter INPUT_WIDTH = 4, OUTPUT_WIDTH = 32)
  (input logic [INPUT_WIDTH-1:0] D,
     input logic clk, en, left, load,
   output logic [OUTPUT_WIDTH-1:0] Q);
    always_ff @(posedge clk)
        if(load & en)
          Q <= {{(OUTPUT_WIDTH-INPUT_WIDTH){1'b0}}, D};
        else if(en)
            if(left)
              Q <= {Q[OUTPUT_WIDTH - INPUT_WIDTH - 1: 0], D};
            else
              Q <= {D, Q[OUTPUT_WIDTH-1: INPUT_WIDTH]};
endmodule: ShiftRegister
module Counter
  #(parameter WIDTH = 4, BY = 1)
    (input logic [WIDTH-1:0] D,
     input logic up, clk, en, reset, load,
     output logic [WIDTH-1: 0] Q);
  always_ff @(posedge clk, posedge reset) begin
      if(reset)
        Q <= '0;
      else if (load)
        Q <= D;
      else if(en) begin
        if(up)
          Q <= (Q + WIDTH'(BY));
        else
          Q <= (Q - WIDTH'(BY));
      end
  end
endmodule: Counter
==> flow_summary.ini <==
; flow metrics
[critical_path]
critical_path_buf_inv_count = 1
crit_slowest_cell = clkdlybuf4s50_1
cp.required_ns = 1.20
cp-start-kind = flip-flop
cp_cell_sequence = clkdlybuf4s50_1
arrival_ns = 1.12
end_kind = output port
cp_num_cells = 1
cp_slowest_stage_delay_ns = 0.49
reg2reg_depth = 1
path_max_fanout = 2
critPathKind = flip-flop to output port
critPathTopFamily = buffers and inverters

[clock_tree]
root_buffer = clkbuf_8
cts.repair.resized = 0
clkLatencyLatePin_ns = 0.28
cts_setup_buffers = 0
tritoncts = built
cts-hold-fix-buffers = 0
clk_path_buf_depth = 2
cts.reportedPaths.clkPinSlew_ns = 0.07
clkSinkCount = 32
htree_num_levels = 2
numCtsBuffers = 5

[power_and_ir_drop]
peakVddDrop_uv = 304.7
clockPowerShare = 0.389
leakagePower_nw = 0.9749
power_switching_mw = 0.4659
swShare = 0.1983
p_comb_frac = 0.187
p_int_mw = 1.883
seq_power_share = 0.424
powerDensity_nw_per_um2 = 1055

[sta]
max_slew_margin = 0.8327
hold_violations = 0
fin_setup_tns_ns = 0
setup_viol = 0
whs_ns = 0.3652
fmaxAchievable_mhz = 704.2
finalMaxSlewViolations = 0
skew_ns = 0
min_period_ns = 1.420
rsz0062_at_grt = no
tightest_slew_ns = 0.2510
fin_crit_sh = 0.9467

[global_routing]
use_met2 = 0.08362
busiest_layer = met2
grt_pass1_vias = 923
grt_util_met1 = 0.08110
grt_remaining_overflow = 0
grt_pass1_wl_mm = 5.244
antenna_found_initial = 0
use_met3 = 0.01747
grt_max_degree = 33
groute.usage.overall = 0.05660

[synth]
area_leaders = dfrtp_1, mux2_4, buf_12
yosys.cell_count.top_type = dfrtp_1
synth_area_um2 = 1349
top_area_frac = 0.5937
yosys_area_um2 = 1349
ys_seq_share = 0.5937
ff_type = dfrtp_1
syn_area_per_cell_um2 = 19.55
yosys_cells = 69
synthArstFlopShare = 1.000
syn_inst = 69
top_cells_by_count = dfrtp_1, mux2_4, buf_12, mux2_2
synth.distinct_cells = 6
yosys.area.top_type = dfrtp_1
edf_count = 0
yosysWarnings = 1
synth_flops = 32

[die]
die_y_um = 108
die_w_um = 108
coreArea_um2 = 7647
num_rows = 32
dieArea_um2 = 11660
io_pins = 67
floorplan.core_util = 0.1764

[place]
port_buffers = 66
dpl.hpwl_mm = 2.350
place_congestion = 0.6465

[drt]
vias_per_cell = 3.362
postRouteAntennaNets = 0
routedWlPerCell_um = 13.61
drtPass1Iterations = 3
drt-total-wl_mm = 3.308
n_antenna_cell = 0
drtIter0Drc = 14
drc = 0
vias = 817

[job]
tool_warnings = 25
max-cap-violations = 0

[final_layout]
layout-drive-gt1-share = 0.3050
syn_to_final_growth_pct = 65.12
reg_top3 = Q (32)
largest_register = Q
largest_reg_flops = 32

[status]
status = completed

[hold_path]
hold_class = input port to async pin
==> cell type report <==
| type | count | area (um^2) |
|---|---|---|
| multi-input combinational | 32 | 473.0 |
| fill | 755 | 5420 |
| tap | 102 | 127.6 |
| inverter | 1 | 3.754 |
| clock inverter | 1 | 30.03 |
| sequential | 32 | 800.8 |
| timing repair buffer | 68 | 695.7 |
| clock buffer | 7 | 96.34 |
==> worst paths after layout <==
path | start | to | slack, ns
setup reg to reg | Q[26] | Q[26] | 0.74
hold / removal | reset | Q[23] | 0.37
min in group clk0 | Q[19] | Q[19] | 0.51
max in group asynchronous | reset | Q[11] | 0.95
hold reg to reg | Q[19] | Q[19] | 0.51
setup / recovery | Q[7] | Q[7] | 0.08
==> layer usage <==
metal | routed length, um | vias up | share of wire
li1 | - | 380 | -
met3 | 227 | 5 | 0.069
met1 | 1400 | 401 | 0.42
met4 | 76 | 0 | 0.023
met2 | 1603 | 31 | 0.48
met5 | 0 | - | 0
==> power groups by stage <==
stage                 Clock, mW  Sequential, mW  Combinational [mW]
after global routing      0.999            1.01               0.476
after CTS                 0.966           0.995               0.453
final                     0.913           0.996               0.440
==> per-stage QoR <==
step | cells | util | total power, mW | setup WS [ns] | instance area, um^2
finish | 243 | 0.2912 | 2.349 | 0.07993 | 2227
global route | 243 | 0.2912 | 2.482 | 0.01241 | 2227
CTS | 243 | 0.2912 | 2.414 | 0.05264 | 2227
detailed placement | 235 | 0.2747 | 1.459 | 0.3433 | 2101
global placement | 235 | 0.2747 | 1.460 | 0.3506 | 2101
floorplan | 69 | - | 1.170 | 0.5092 | 1349
==> cell usage in the layout, fill, tap and decap left out <==
master	synthesis	routed
bufinv_16	0	1
clkdlybuf4s50_1	0	65
clkbuf_8	0	7
mux2_4	30	30
inv_1	1	1
mux2_2	2	2
buf_2	0	1
buf_12	3	2
dfrtp_1	32	32
==> kinds of logic after synthesis <==
family,after synthesis,share of synthesized area
multiplexers,32,0.3506
flip-flops,32,0.5937
buffers and inverters,5,0.05566
Power figures rest on the tool's default switching activity, not on a simulated workload.
